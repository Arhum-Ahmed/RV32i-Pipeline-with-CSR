[design/flow/design.v]
module adder (input logic [31:0] pc_in, constant, output logic [31:0] adder_out);
    always_comb 
    begin  
        adder_out = pc_in + constant;
    end
endmodule
[design/flow/run.sh]
#!/bin/bash
# OpenROAD 26Q1-2900-gdf79404cd8, Yosys 0.63+post, stock flow scripts
make -C /OpenROAD-flow-scripts/flow DESIGN_CONFIG=/design/flow/config.mk WORK_HOME=/design/flow/orfs finish
[design/flow/config.mk]
export PLATFORM = sky130hd
export DESIGN_NAME = adder
export DESIGN_NICKNAME = adder
export VERILOG_FILES = /design/flow/design.v
export SDC_FILE = /design/flow/constraint.sdc
export NUM_CORES = 4
export LEC_CHECK = 1
export CORE_AREA = 10 10 107 107
export DIE_AREA = 0 0 117 117
[design/flow/constraint.sdc]
current_design adder

set clk_period 24.1
set clk_io_pct 0.2

create_clock -name clk0 -period $clk_period

set non_clock_inputs [all_inputs -no_clocks]
set_input_delay [expr $clk_period * $clk_io_pct] -clock clk0 $non_clock_inputs
set_output_delay [expr $clk_period * $clk_io_pct] -clock clk0 [all_outputs]
==> impl_metrics.yaml <==
# generated from flow reports
power_and_ir_drop:
  powerDensity_mw_per_mm2: 29.0
  swShare_pct: 40.4
  switchingPower_uw: 32.8
  ir_drop_v: 0.0000130
  internal_power_uw: 48.4
  combPwrFrac_pct: 100.0
  clkPwrFrac_pct: 0
  p_leak_uw: 0.00118
  pwr-share-seq_pct: 0
grt:
  grt_max_degree: 11
  track_usage_pct: 8.93
  antenna_found_initial: 0
  grt_pass1_vias: 2127
  grt-ovfl-total: 0
  grt_pass1_wl_um: 10300
clock_network:
  cts_setup_buffers: 0
  post_cts_resized: 0
  cts_hold_buf: 0
timing:
  rsz0062_at_grt: "false"
  slew_viol_final: 0
  fin_setup_tns_ns: 0
  min_period_ns: 12.59
  maxSlewHeadroom_pct: 61.6
  hold_viol: 0
  fmax_mhz: 79.4
  timing.final.ws_setup_ns: 11.51
  setup_viol: 0
  period_used_pct: 52.2
  tightest_slew_ns: 0.562
setup_path:
  cp_max_fo: 4
  crit_family: "AND-OR/OR-AND gates"
  crit_path_frequent_cell: "clkdlybuf4s50_1"
  path_cells: "clkdlybuf4s50_1 > ha_1 > fa_1 > a21o_1 > a31o_2 > nand3_1 > o221ai_1 > a311oi_1 > o21bai_1 > xor2_1 > clkdlybuf4s50_1"
  cp_slowest_cell: "clkdlybuf4s50_1"
  slowest_delay_ns: 0.49
  path_buffers: 2
  crit_arrival_ns: 7.77
  cp-start-kind: "input pin"
  worstSetupEndpointType: "output port"
  crit_type: "in -> out"
  required_ns: 19.28
job:
  maxCapViolCount: 0
  tool_warnings: 32
floorplanning:
  fp.coreArea_mm2: 0.00920
  row_count: 35
  io_pins: 96
  die_h_um: 117
  initCoreUtil_pct: 19.0
  fp.dieArea_mm2: 0.0137
  die_width_um: 117
logic_synthesis:
  ys_sh_mux_pct: 1.15
  yosysWarnings: 1
  syn_area_mm2: 0.00174
  xor_share_pct: 14.1
  synth_stat.cells: 241
  synth-adder-area-share_pct: 23.4
  yosys.area_share.aoi_pct: 39.3
  syn_avg_cell_area_um2: 7.24
  simple_gate_share_pct: 18.3
  logic_family: "AND-OR/OR-AND gates"
  yosysChipArea_mm2: 0.00174
  synth_cells: 241
  synth.distinct_cells: 50
  ys_seq_share_pct: 0
place:
  dp_hpwl_um: 5550
  dpl_worst_slack_ns: 11.47
  dp.cells: 437
  gp_congestion: 0.822
  port_buffers: 96
final_layout:
  fin_cells: 437
  nClkBuffers: 0
  post_route_cells_drive_above_1_share_pct: 3.07
  utilization_pct: 30.4
  area_growth_syn_to_layout_pct: 60.5
  seq_cells: 0
  regArea_um2: 0
  final_cell_mix: "96 x clkdlybuf4s50_1, 31 x ha_1, 29 x a21oi_1"
  lay_top_count: "clkdlybuf4s50_1"
drt:
  drt_iter0_drc: 64
  via_per_inst: 4.81
  num_vias: 2103
  drtAntennaViolNets: 0
  diodes: 0
  wl_um: 6270
  wl_per_cell_um: 14.3
  dr.pass1.iters: 4
  drc: 0
min_path:
  min_path_type: "in -> out"
status:
  status: "complete, no violations"
## layout make-up
class                      count  area (um2)
tap                          111         139
fill                         986        6400
inverter                       6        22.5
multi-input combinational    224        1680
timing repair buffer          96         961
## kinds of logic after synthesis
logic type | count (synthesis)
XOR/XNOR | 28
AND/OR/NAND/NOR | 65
adder cells (fa/ha/maj) | 32
multiplexers | 2
buffers and inverters | 17
AND-OR/OR-AND | 97
## synth_stat cells (3+ instances only)
| cell | count | share of area, % |
|---|---|---|
| a211oi_1 | 3 | 1.3 |
| nand3_1 | 10 | 2.9 |
| o21ai_0 | 13 | 3.7 |
| a31oi_1 | 3 | 1.1 |
| or2_2 | 3 | 1.1 |
| clkbuf_1 | 8 | 1.7 |
| nand4_1 | 8 | 2.9 |
| xnor2_1 | 13 | 6.5 |
| xor2_1 | 15 | 7.5 |
| a21o_1 | 19 | 8.2 |
| nor2_1 | 12 | 2.6 |
| o21bai_1 | 4 | 1.7 |
| ha_1 | 31 | 22 |
| o211ai_1 | 3 | 1.3 |
| nor3_1 | 4 | 1.1 |
| a21oi_1 | 29 | 8.3 |
| nand2_1 | 18 | 3.9 |
| inv_1 | 6 | 1.3 |
## stage by stage
step	cell area [um2]	total power, uW	hold WS, ns
6_report	2800	81.3	10.67
5_1_grt	2800	90.8	10.72
4_1_cts	2800	82.8	10.68
3_5_place_dp	2800	82.1	10.69
3_3_place_gp	2800	82.2	10.67
2_1_floorplan	1740	38.5	9.71
## power groups by stage
stage | sequential, uW | clock (uW) | combinational (uW)
final | 0 | 0 | 81.3
after global routing | 0 | 0 | 90.8
after CTS | 0 | 0 | 82.8
## path summary, 6_finish.rpt
check | end | depth (start not counted) | from
max | adder_out[26] | 11 | pc_in[0]
min | adder_out[0] | 3 | constant[0]
## metal layers
layer  GRT usage, %  part of all wire, %
met5              0                    0
met4          0.247                 0.24
met3           3.15                   12
met2           14.8                   45
met1           11.5                   43
Power figures rest on the tool's default switching activity, not on a simulated workload.
