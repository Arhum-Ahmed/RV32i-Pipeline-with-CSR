==> ./design.v <==
module branch (input logic [31:0] op_a, op_b, input logic [2:0] br_type, output logic branch_out);
    logic [32:0]  sub;
    logic [31:0] not_zero, overflow;
    logic neg;
    assign sub = {1'b0, op_a} - {1'b0, op_b} ;
    assign not_zero =| sub[31:0];
    assign neg = sub[31];
    assign overflow = (neg & ~op_a[31] & op_b[31]) | (~neg & op_a[31] & ~op_b[31]);
    always_comb
    begin
        case(br_type)
        3'b000 : branch_out = ~not_zero;
        3'b001 : branch_out = not_zero;
        3'b010 : branch_out = (neg ^ overflow);
        3'b011 : branch_out = ~(neg ^ overflow);
        3'b100 : branch_out = sub[32];
        3'b101 : branch_out = ~sub[32];
        3'b111 : branch_out = 1;
        default: branch_out = 1'b0;
        endcase
    end
endmodule 
==> ./run.sh <==
#!/bin/bash
# OpenROAD 26Q1-2900-gdf79404cd8, Yosys 0.63+post, stock flow scripts
make -C /OpenROAD-flow-scripts/flow DESIGN_CONFIG=/design/flow/config.mk WORK_HOME=/design/flow/orfs finish
==> ./config.mk <==
export PLATFORM = sky130hd
export DESIGN_NAME = branch
export DESIGN_NICKNAME = branch
export VERILOG_FILES = /design/flow/design.v
export SDC_FILE = /design/flow/constraint.sdc
export NUM_CORES = 4
export LEC_CHECK = 1
export CORE_UTILIZATION = 30
==> ./constraint.sdc <==
current_design branch

set clk_period 10.7
set clk_io_pct 0.2

create_clock -name clk0 -period $clk_period

set non_clock_inputs [all_inputs -no_clocks]
set_input_delay [expr $clk_period * $clk_io_pct] -clock clk0 $non_clock_inputs
set_output_delay [expr $clk_period * $clk_io_pct] -clock clk0 [all_outputs]
==> run summary <==
Physical implementation.

- According to the floorplan report, the die height is 87.1 µm.
- For this configuration, the core starts out at a cell density of 31.4%.
- The post-synthesis instance area is 2170 µm².
- The run finished with clean final reports.
- The first-pass GRT wire length is 10000 µm.
- The critical path's top delay family is simple AND/OR/NAND/NOR gates.
- Setup repair after global routing left no endpoint under its margin.
- The layout has 784 filler cells.
- The maximum number of pins on one net before global-route repair is 12.
- After floorplanning, the core was sized to cover 6910 µm².
- After detailed routing, the number of remaining DRC violations is 0.
- The final setup violation count is 0.
- The leakage power summed over all cells is 0.00124 µW.
- In the final layout, flip-flops and latches occupy 0 µm².
- The number of antenna violations at the first check in global routing is 0.
- The total congestion overflow after global routing is 0.
- The average cell area after synthesis is 6.62 µm².
- Post-route period utilization is reported as 94.2%.
- Between the synthesized netlist and the finished layout, the area growth was recorded as 32.7%.
- The number of clock buffer instances in the layout is 0.
- The multi-input combinational cells in the finished layout cover a total of 1900 µm².
- Among all stages on the critical path, the largest delay is contributed by or4_1.
- At the worst endpoint, the arrival time is 7.94 ns.
- For the final routed database, the setup TNS stands at 0 ns.
- The transition time of the tightest slew-check pin is 0.486 ns.
- After clock tree synthesis, the flow added hold-fix buffers numbering 0.
- Counting buffers and inverters, the worst setup path is 25 cells deep.
- Per the final timing report, the hold violations number 0.
- The post-synth area from yosys stat is 2170 µm².
- After layout, the design draws a total of 153 µW.
- The worst min-delay path category is input port to output port.
- At the end of routability-driven placement, the weighted congestion stood at 0.932.
- Per the post-place timing report, worst setup slack is 0.455 ns.
- After synthesis, the largest area contributor takes up 18.4% of total cell area.
- The final antenna-violating net count is 0.
- The synthesized instance count is 328.
- The OpenROAD report gives the critical path a required time of 8.56 ns.
- The sum of net half-perimeters after detailed placement is 5180 µm.
- The count of maximum capacitance violations is 0.
- The ratio of cells with drive above 1 in the final layout is 3.65%.
- Hold timing on the final database bottoms out at a slack of 5.21 ns.
- The power density over the cells is 53.1 nW/µm².
- The share of the Yosys chip area taken by registers is 0%.
- For this run, the number of Yosys warnings is 1.
- Yosys stat counts 328 cells in the synthesized netlist.
- In this build the clock could be raised as far as 99.2 MHz.
- The first routing iteration left 98 violations.
- In this run, distinct cell masters in the synthesized netlist total 66.
- For this run, the share of the core covered by cells in the final layout is 41.7%.
- The total number of vias is 2503.
- The die is 87.1 µm wide.
- The detail-routed via count per cell is 5.21.
- The number of top-level pins is 68.
- Buffers placed on the I/O ports in this run total 68.
- The report gives the cell count of the worst hold path as 3.
- The maximum ir drop on the vdd rail is 0.0000206 V.
- The worst setup path is captured at an output port.
- There are 0 flip-flops and latches.
- For reference, the final report shows the max-slew violation count at 0.
- The maximum fanout along the worst path is 8.
- The detail-routed net length per standard cell is 12.6 µm.
- Per the detailed-route log, wirelength across all metal layers totals 6040 µm.
- The max-slew headroom at the worst pin is 67.1%.
- The kind of critical path is input port to output port.
- The total setup buffers inserted after CTS is 0.
- The global-route usage over all layers is 16.3%.
- The area of the die is 7580 µm².
- The antenna cell count is 0.
- Before antenna repair, the detailed router went through 4 iterations.
- The buffers plus inverters on the worst setup path is 3.
- The critical path's largest stage delay is 0.51 ns.
- The final critical-path required period is 10.08 ns.
- The standard-cell row count is 30.
- The critical path in the final layout is reported with a setup slack of 0.621 ns.
- The count of tool warnings is 32.
- The via count of the first global-routing pass is 2201.
- Ranked by total cell area, the synthesized netlist is headed by ha_1, a21oi_1, inv_1.
- The worst setup path is launched from an input port.
- Sorting the Yosys area breakdown by cell type puts at the top ha_1.
## power breakdown
group	total (µW)	internal, µW	switching [µW]
clock	0	0	0
combinational	153	72.4	80.5
sequential	0	0	0
## final timing paths
kind                       start         end
worst max-delay path    op_b[10]  branch_out
worst min-delay path  br_type[0]  branch_out
## kinds of logic (layout without fill, tap and decap cells)
group	after synthesis	after routing	share of synthesized area [%]
multiplexers	2	2	0.922
AND-OR/OR-AND	116	116	36.3
buffers and inverters	59	115	12.8
AND/OR/NAND/NOR	101	101	23.2
adder cells (fa/ha/maj)	34	34	20.3
XOR/XNOR	16	16	6.45
## through the flow
| step | std cells | instance area, µm² |
|---|---|---|
| global route | 480 | 2880 |
| floorplan | 328 | 2170 |
| CTS | 480 | 2870 |
| finish | 480 | 2880 |
| detailed placement | 480 | 2870 |
| global placement | 480 | 2870 |
## placed cells by master (no fill, tap or decap), drive strengths merged, types with 4 or more instances in the layout
cell           count
nand2             28
xnor2             11
a211oi             7
ha                32
inv               47
clkdlybuf4s50     68
nor2              24
o21ai             22
nand3             14
nand4              4
nor2b              4
xor2               5
nor3               5
a21oi             36
a31oi              7
a21o               4
o2111ai            5
## tightest hold or removal path: stages
cell and delay [ns]:
clkdlybuf4s50_1 0.48, xnor2_1 0.07, clkdlybuf4s50_1 0.39
## area by class of cell
class / instances / share of cell area (%)
multi-input combinational: 269 / 66.1
timing repair buffer: 68 / 23.6
inverter: 47 / 6.12
tap: 96 / 4.17
## routing by layer
layer | track usage [%] | wire [µm] | part of all wire [%]
met4 | 1.04 | 46 | 0.76
met1 | 24.9 | 3080 | 51
met5 | 0 | 0 | 0
met2 | 26.9 | 2620 | 43
met3 | 0.288 | 287 | 4.8
## synth_stat cells, types with 4 or more instances
library cell / count
a211oi_1: 6
a21o_1: 4
a21oi_1: 36
a31oi_1: 7
ha_1: 32
inv_1: 47
nand2_1: 28
nand3_1: 14
nand4_1: 4
nor2_1: 24
nor3_1: 5
o2111ai_1: 5
o21ai_0: 20
xnor2_1: 11
xor2_1: 5
## what timing repair did
action,CTS,global route
gates resized,0,2
hold endpoints to repair,0,0
setup endpoints to repair,0,1
Power figures rest on the tool's default switching activity, not on a simulated workload.
