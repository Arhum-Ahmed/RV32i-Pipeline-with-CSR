### /design/flow/run.sh
#!/bin/bash
# OpenROAD 26Q1-2900-gdf79404cd8, Yosys 0.63+post, stock flow scripts
make -C /OpenROAD-flow-scripts/flow DESIGN_CONFIG=/design/flow/config.mk WORK_HOME=/design/flow/orfs finish
### /design/flow/config.mk
export PLATFORM = sky130hd
export DESIGN_NAME = mux31
export DESIGN_NICKNAME = mux31
export VERILOG_FILES = /design/flow/design.v
export SDC_FILE = /design/flow/constraint.sdc
export NUM_CORES = 4
export LEC_CHECK = 1
export CORE_AREA = 10 10 95 95
export DIE_AREA = 0 0 105 105
### /design/flow/constraint.sdc
current_design mux31

set clk_period 1.1
set clk_io_pct 0.2

create_clock -name clk0 -period $clk_period

set non_clock_inputs [all_inputs -no_clocks]
set_input_delay [expr $clk_period * $clk_io_pct] -clock clk0 $non_clock_inputs
set_output_delay [expr $clk_period * $clk_io_pct] -clock clk0 [all_outputs]
### /design/flow/design.v
module mux31 (input [31:0] a, b, c, d, input logic [1:0] sel ,output logic [31:0] out);
    always_comb
    begin
        case(sel)
        2'b00: out = a;
        2'b01: out = b;
        2'b10: out = c;
        2'b11: out = d;
        default: out = 32'b0;
        endcase
    end
endmodule 
==> metrics.json <==
{
  "routedWlPerCell_microns": 21.5,
  "worst-endpoint-arrival_ps": 1140,
  "first_global_vias": 1537,
  "synth.cellmix.xorXnorShare": 0,
  "top_cell_area_share": 0.829,
  "die_width_microns": 105,
  "final_util": 0.344,
  "synthesis.area_per_instance_sq_um": 20.9,
  "setup_repair_after_global_routing_missed_its_margin": "yes",
  "final_hold_viol_count": 0,
  "timing.critical_path.from_type": "input port",
  "ff_count": 0,
  "yosys.area_share.aoi": 0,
  "vdd_drop_max_uv": 150,
  "drive_gt1_frac": 0.373,
  "synth.area.top_cells": "sky130_fd_sc_hd__mux4_2 (83%), sky130_fd_sc_hd__buf_12 (7.4%), sky130_fd_sc_hd__mux4_1 (6.5%)",
  "fmax_ghz": 0.735,
  "number_of_rows_created_at_floorplan": 30,
  "synth.lib_cells_used.distinct": 5,
  "area_delta_synth_final_pct": 192,
  "multiplexer_share_of_the_synthesized_area": 0.894,
  "timing.max_slew.rel_slack": 0.877,
  "yosys_area_sq_um": 815,
  "critPathCaptureType": "output pin",
  "cp_data_required_time_ps": 880,
  "report.final.setup_viol": 32,
  "finalPower_w": 0.000787,
  "synth.cellmix.adderShare": 0,
  "p_leak_nw": 1.12,
  "drt_iter0_markers": 16,
  "synthesis.instances": 39,
  "worst-setup-path-type": "in2out",
  "antenna_found_initial": 4,
  "gp_routability_congestion": 0.777,
  "slew_violations": 0,
  "die-area_sq_um": 11000,
  "drt-vias-per-instance": 4.12,
  "seqCellArea_sq_um": 0,
  "grt_pass1_wl_mm": 9.40,
  "final.setup.worst_slack_ps": -260,
  "power.density_nw_per_um2": 331,
  "number_of_logged_tool_warnings": 35,
  "globalRouteOverflowTotal": 0,
  "synth.cellmix.simpleShare": 0,
  "synth.cell_area_sq_um": 815,
  "grt_max_degree": 15,
  "yosysCellCount": 39,
  "path_cells": "buf_16, clkbuf_16, mux4_2, buf_2",
  "ys.warnings.count": 1,
  "detailedPlace.worstSlack_ps": -896,
  "ys_seq_share": 0,
  "timing.critical_path.slowest_cell_delay_ps": 480,
  "maxCapViolCount": 0,
  "final.min_clock_period_ps": 1360,
  "hold_buffer_count_at_cts": 0,
  "hold_class": "in2out",
  "top_cells_excl_fill_tap": "sky130_fd_sc_hd__dlygate4sd2_1 (128), sky130_fd_sc_hd__mux4_2 (32), sky130_fd_sc_hd__buf_2 (32)",
  "max_slew.worst_pin.slew_ps": 184,
  "failed_checks": "setup timing",
  "timing.critical_path.slowest_stage_cell": "sky130_fd_sc_hd__mux4_2",
  "synth.largest_area_cell": "sky130_fd_sc_hd__mux4_2",
  "period_used_share": 1.24,
  "drtAntennaViolNets": 0,
  "fp_util": 0.118,
  "detail_route.drc_violations": 0,
  "port_buffers": 162,
  "main_combinational_cell_family_by_area_after_synthesis": "multiplexers",
  "globalRouteTotalUtil": 0.112,
  "cp_max_fo": 7,
  "detail_route.wirelength_mm": 6.47,
  "die_height_microns": 105,
  "clock_buffer_count": 0,
  "placeableCoreArea_sq_um": 6910,
  "ios": 162,
  "lay_top_count": "sky130_fd_sc_hd__dlygate4sd2_1",
  "first_pass_iters": 3,
  "status": "finished, violations left",
  "number_of_vias_after_detailed_routing": 1241
}
==> Yosys cell counts, drive strengths merged <==
master	number
buf	7
mux4	32
==> report_power, final <==
group	internal, W	leakage [nW]	switching (W)
clock network	0.000000000121	0.00000634	0
logic	0.000576	1.12	0.000211
registers	0	0	0
total	0.000576	1.12	0.000211
==> layout make-up <==
class	instances	area, sq um
antenna	1	2.50
fill	774	4530
multi-input combinational	32	721
tap	96	120
timing repair buffer	172	1530
==> metrics by stage <==
step | std cells | setup TNS, ps | hold slack [ps] | area (sq um)
CTS | 299 | -7650 | 929 | 2350
floorplan | 39 | -949 | 526 | 823
global route | 301 | -8440 | 942 | 2380
detailed placement | 295 | -26770 | 1420 | 2530
global placement | 295 | -26620 | 1430 | 2530
finish | 301 | -7460 | 923 | 2380
==> layer usage <==
layer | up-vias | part of all wire | global-route usage
li1 | 539 | - | -
met5 | - | 0.0063 | 0
met3 | 6 | 0.17 | 0.0801
met2 | 127 | 0.44 | 0.179
met1 | 563 | 0.39 | 0.128
met4 | 6 | 0.0012 | 0
==> path summary, 6_finish.rpt <==
kind	slack (ps)	start	to	depth (start not counted)
setup / recovery	-260	sel[0]	out[13]	4
hold / removal	920	d[16]	out[16]	3
==> logic make-up (layout without fill, tap and decap cells) <==
group / after synthesis / count (layout)
muxes: 32 / 32
buffers and inverters: 7 / 172
other: 0 / 1
==> critical path: cells and delay by family <==
kind / cells / cell delay (ps)
muxes: 1 / 480
buffers and inverters: 3 / 440
==> timing repair <==
item / in CTS / in global routing
endpoints found under the setup margin: 32 / 32
cloned: 4 / 1
setup buffers: 0 / 0
gates resized: 248 / 0
hold endpoints to repair: 0 / 0
Power is estimated from default activity; no workload was simulated.
